`/design/flow/config.mk`:
```
export PLATFORM = sky130hd
export DESIGN_NAME = nbout_packer
export DESIGN_NICKNAME = nbout_packer
export VERILOG_FILES = /design/flow/design.v
export SDC_FILE = /design/flow/constraint.sdc
export NUM_CORES = 4
export LEC_CHECK = 1
export CORE_UTILIZATION = 30
```
`/design/flow/constraint.sdc`:
```
current_design nbout_packer

set clk_period 9.9
set clk_io_pct 0.2

create_clock -name clk0 -period $clk_period [get_ports {clk}]

set non_clock_inputs [all_inputs -no_clocks]
set_input_delay [expr $clk_period * $clk_io_pct] -clock clk0 $non_clock_inputs
set_output_delay [expr $clk_period * $clk_io_pct] -clock clk0 [all_outputs]
```
`/design/flow/design.v`:
```
module nbout_packer (
        clk,
        i_in,
        i_s,
        i_load,
        i_row_sel,
        i_n,
        i_offset,
        o_out
    );
    parameter BIT_WIDTH = 16;
    parameter SHIFT_BITS = 5; 
    parameter BIT_IDX = 4;
    input                   clk;
    input [BIT_WIDTH-1:0]   i_in;        
    input [SHIFT_BITS-1:0]  i_s;         
    input [2*BIT_WIDTH-1:0] i_load;      
    input                   i_row_sel;   
    input [BIT_IDX-1:0]     i_n;         
    input [BIT_IDX-1:0]     i_offset;    
    output wire [BIT_WIDTH-1:0]  o_out;       
    wire [BIT_WIDTH-1:0] rounder_out;
    rounder rdr (
        .i_in(i_in),
        .i_n(i_n),
        .i_offset(i_offset),
        .o_out(rounder_out)
    );
    packer pkr (
        .clk(clk),
        .i_in(rounder_out),
        .i_s(i_s),
        .i_load(i_load),
        .i_row_sel(i_row_sel),
        .o_out(o_out)
    );
endmodule
module packer (
        clk,
        i_in,
        i_s,
        i_load,
        i_row_sel,
        o_out
    );
    parameter BIT_WIDTH = 16;
    parameter SHIFT_BITS = 5; 
    input                   clk;
    input [BIT_WIDTH-1:0]   i_in;        
    input [SHIFT_BITS-1:0]  i_s;         
    input [2*BIT_WIDTH-1:0] i_load;      
    input                   i_row_sel;   
    output reg [BIT_WIDTH-1:0]  o_out;       
    reg [2*BIT_WIDTH-1:0]    r;           
    wire [2*BIT_WIDTH-1:0]    r_in;      
    wire [2*BIT_WIDTH - 1 : 0] in;
    assign in = {16'h0000, i_in};
    shifter #(.CTRL(SHIFT_BITS),.WIDTH(2*BIT_WIDTH)) bs( .in(in), .shift(i_s), .out(r_in) );
    genvar j;
    generate
        for (j=0; j<2*BIT_WIDTH; j=j+1) begin : gen_reg_enable
            always @(posedge clk) begin
                if (i_load[j])
                    r [j]<= r_in[j];
            end
        end
    endgenerate
    always@(*) begin
        if (i_row_sel)
            o_out <= r[2*BIT_WIDTH-1:BIT_WIDTH];
        else
            o_out <= r[BIT_WIDTH:0];
    end
endmodule
module rounder 
    (
        i_in,
        i_n,
        i_offset,
        o_out
    );
    parameter N = 16;
    parameter BIT_IDX = 4;
    input [N-1:0]   i_in;
    input [BIT_IDX-1:0]     i_n;         
    input [BIT_IDX-1:0]     i_offset;    
    output reg [N-1:0]  o_out;
    wire is_big_pos;
    wire is_big_neg;
    wire max_pos = 2**(i_n+i_offset)-1;
    wire min_neg = -1 * (2**(i_n+i_offset)-1);
    assign is_big_pos = i_in > max_pos;
    assign is_big_neg = i_in < min_neg;
    always@(*) begin
        if (is_big_pos) begin
            o_out = max_pos;
        end
        else if (is_big_neg) begin
            o_out = min_neg;
        end
        else if (i_offset > 0) begin
            o_out = i_in + 2**(i_offset-1);
        end
        else begin
            o_out = i_in;
        end
    end
endmodule
module shifter #( parameter CTRL=5, parameter WIDTH=2**CTRL )
    ( input wire [WIDTH-1:0] in,
      input wire [ CTRL-1:0] shift,
      output wire [WIDTH-1:0] out 
    );
    wire [WIDTH-1:0] tmp [CTRL:0];
    assign tmp[CTRL] = in;
    assign out = tmp[0];
    genvar i;
    generate
        for (i = 0; i < CTRL; i = i + 1) begin : shift_gen
        mux_2to1 #(.WIDTH(WIDTH)) g(
                .in0(tmp[i+1]),
                .in1({tmp[i+1][WIDTH-(2**i)-1:0],tmp[i+1][WIDTH-1:WIDTH-(2**i)]}),
                .sel(shift[i]),
                .out(tmp[i]) );
        end 
    endgenerate
endmodule
module mux_2to1 #( parameter WIDTH=32 )
    ( input wire [WIDTH-1:0] in0, in1,
      input wire             sel,
      output wire [WIDTH-1:0] out );
    assign out = sel ? in1 : in0;
endmodule
```
`/design/flow/run.sh`:
```
#!/bin/bash
# OpenROAD 26Q1-2900-gdf79404cd8, Yosys 0.63+post, stock flow scripts
make -C /OpenROAD-flow-scripts/flow DESIGN_CONFIG=/design/flow/config.mk WORK_HOME=/design/flow/orfs finish
```
==> flow_summary_export.csv <==
group,metric,value,unit
timing,layout_min_cycle_time,6.59,ns
clocking,worst_setup_hold_path_clk_slew,0.05,ns
routing,post_drt_wl_per_cell,20.0,µm
synth,netlist_area,5160,µm²
finish,top_register,"pkr.r",
clocking,htree_num_levels,2,
timing,total_negative_slack_for_setup_checks,0,ns
synth,synth.logic.top_family,"AND-OR/OR-AND gates",
flow_run,drv_cap,0,
placed_design,dp_hpwl,14.0,mm
synth,ys_area,5160,µm²
routing,drt_first_iter_violations,473,
clocking,number_of_buffers_inserted_to_repair_setup_after_cts,0,
routing,drc,0,
critical_path,timing.critical_path.from_type,"primary input",
timing,timing_hold_violations_final,0,
finish,syn2layout_area_growth,20.3,%
routing,postRouteAntennaNets,0,
routing,num_vias,5493,
synth,synth.avg_cell_area,7.95,µm²
finish,instances_no_fill,913,
floorplanning,die_h,133,µm
floorplanning,floorplan.core_area,16700,µm²
critical_path,worst_ep_arrival_time,6.59,ns
synth,topCellsByArea,"sky130_fd_sc_hd__edfxtp_1, sky130_fd_sc_hd__mux2i_1, sky130_fd_sc_hd__ha_1",
global_routing,first_global_vias,5222,
finish,final_util,0.372,
timing,tightestPinTransition,0.917,ns
synth,top_cells_by_count,"sky130_fd_sc_hd__nor2_1, sky130_fd_sc_hd__nand2_1, sky130_fd_sc_hd__a21oi_1",
timing,timing.fmax,0.152,GHz
routing,routed_via_density,6.02,
clocking,cts_root_buf,"sky130_fd_sc_hd__clkbuf_16",
synth,enable_flop_cells,32,
timing,setup_repair_after_global_routing_missed_its_margin,"false",
clocking,cts.path.max_buffers,2,
synth,synth.top_cell.area_share,0.186,
synth,synthSimpleGateAreaFrac,0.256,
timing,worst_slack,3.31,ns
floorplanning,fp.dieW,133,µm
power_and_ir_drop,power.leakage,0.00232,µW
timing,fin_crit_sh,0.665,
routing,first_pass_iters,6,
synth,synthesis.yosys.warnings,3,
clocking,cts_inserted_buffers,5,
synth,yosysMostFrequentCell,"sky130_fd_sc_hd__nor2_1",
hold_path,hold_path.class,"in2reg",
finish,final_layout_size_suffix_gt1_frac,0.105,
power_and_ir_drop,worst_ir_drop_vdd,0.0722,mV
synth,synth_xor_xnor_area_share,0.0187,
floorplanning,die-area,17700,µm²
critical_path,cp_data_required_time,9.91,ns
synth,synth_async_sr_flop_share,0,
floorplanning,top_level_ports,79,
global_routing,grt_pass1_wl,29.2,mm
synth,ys_dominant_reg_cell,"sky130_fd_sc_hd__edfxtp_1",
synth,synth_adder_area_share,0.0586,
routing,wl,18.3,mm
power_and_ir_drop,areal_power_density_over_the_cells,87.7,nW/µm²
placed_design,dpl-instance-area,6050,µm²
clocking,cts_sinks,32,
finish,largest_register_ffs,32,
floorplanning,initial_core_util,0.309,
flow_run,stage_log_warnings,26,
synth,ys_types,94,
placed_design,number_of_instances_in_the_placed_design,905,
timing,worst_slew_margin_rel,0.384,
critical_path,critical_path_peak_fanout,10,
critical_path,timing.critical_path.to_type,"flip-flop",
synth,synth_stat.cells,650,
synth,register_area_share_after_synthesis,0.186,
clocking,cts_hold_bufs,0,
status,status,"completed",
finish,layout.filler_cells,1764,
synth,synthMuxAreaShare,0.125,
floorplanning,rows,47,
timing,slew_viol_final,0,
finish,top_regs,"pkr.r: 32 flops",
global_routing,initial_antenna_violation_count,0,
critical_path,timing_worst_setup_path_type,"in2reg",
global_routing,grt_total_ovfl,0,
finish,post-route-cell-area,6220,µm²
placed_design,placement.setup.worst_slack,3.10,ns
synth,ys_ff,32,
clocking,post_cts.resized_instances,0,
synth,area_leader_netlist,"sky130_fd_sc_hd__edfxtp_1",
synth,syn_inst,650,
global_routing,grt_max_degree,68,
synth,synth_compound_gate_area_share,0.302,
timing,final-setup-viol-count,0,
placed_design,place.port_buffers,78,
global_routing,total_track_usage,0.213,
clocking,cts_tree,"built",
placed_design,place.gp.congestion,0.996,
routing,n_antenna_cell,0,
==> path summary, 6_finish.rpt <==
kind | start | cells after the start | slack, ns | endpoint
setup / recovery | i_offset[0] | 15 | 3.31 | pkr.r[8]
hold / removal | i_load[21] | 1 | 2.28 | pkr.r[21]
==> critical path, stage by stage <==
cell	delay (ns)
sky130_fd_sc_hd__clkdlybuf4s50_1	0.69
sky130_fd_sc_hd__inv_1	0.14
sky130_fd_sc_hd__ha_1	0.33
sky130_fd_sc_hd__nand2b_1	0.24
sky130_fd_sc_hd__o32a_1	0.22
sky130_fd_sc_hd__nor3_1	0.15
sky130_fd_sc_hd__ha_1	0.34
sky130_fd_sc_hd__a211oi_1	0.38
sky130_fd_sc_hd__o21bai_1	0.15
sky130_fd_sc_hd__a2111oi_1	0.55
sky130_fd_sc_hd__nand4_1	0.42
sky130_fd_sc_hd__a21oi_1	0.49
sky130_fd_sc_hd__mux2i_1	0.19
sky130_fd_sc_hd__mux2i_1	0.22
sky130_fd_sc_hd__a21oi_1	0.11
==> kinds of logic after synthesis <==
kind of cell,Yosys count
buffers and inverters,65
xor gates and xnor gates,11
muxes,60
adders and majority gates,23
AOI/OAI and AO/OA,210
and+or+nand+nor,249
DFF,32
==> cell type report <==
type                            count  area (µm²)  share of cell area
Multi-Input combinational cell    553        3930               0.632
Clock inverter                      3        42.5             0.00684
Tap cell                          220         275              0.0443
Sequential cell                    32         961               0.155
Timing Repair Buffer               87         833               0.134
Clock buffer                        5         125              0.0201
Inverter                           13        48.8             0.00785
==> power breakdown <==
part / switching (µW) / internal, µW / leakage (µW)
Combinational: 120 / 90.4 / 0.00193
Sequential: 2.54 / 162 / 0.000307
Clock: 53.1 / 118 / 0.0000798
Total: 175 / 370 / 0.00232
==> placed cells by master (no fill, tap or decap), types with 13 or more instances in the layout <==
cell type                          n
sky130_fd_sc_hd__nor3_1           29
sky130_fd_sc_hd__nand2_1          49
sky130_fd_sc_hd__clkdlybuf4s50_1  75
sky130_fd_sc_hd__edfxtp_1         32
sky130_fd_sc_hd__mux2_2           18
sky130_fd_sc_hd__a21oi_1          42
sky130_fd_sc_hd__ha_1             21
sky130_fd_sc_hd__mux2i_1          40
sky130_fd_sc_hd__o21ai_0          28
sky130_fd_sc_hd__nand3_1          36
sky130_fd_sc_hd__nor2_1           52
sky130_fd_sc_hd__a21o_1           13
==> per-layer routing <==
metal  global-route usage  part of all wire  vias to the layer above
met2                0.312              0.43                      260
li1                     -                 -                     2622
met3               0.0490             0.088                       46
met5                    0                 0                        -
met4               0.0593             0.035                        0
met1                0.318              0.44                     2565
==> per-stage QoR <==
step	total power (µW)	hold WS [ns]
final	545	2.28
after global routing	572	2.28
after CTS	545	2.28
after detailed placement	372	2.56
after global placement	373	2.56
after floorplan	292	2.09
No activity file was given, so power comes from the tool's default toggle rates.
