==> design/flow/config.mk <==
export PLATFORM = sky130hd
export DESIGN_NAME = sb_unpacker_v2
export DESIGN_NICKNAME = sb_unpacker_v2
export VERILOG_FILES = /design/flow/design.v
export SDC_FILE = /design/flow/constraint.sdc
export NUM_CORES = 4
export LEC_CHECK = 1
export CORE_UTILIZATION = 50
==> design/flow/constraint.sdc <==
current_design sb_unpacker_v2

set clk_period 6.4
set clk_io_pct 0.2

create_clock -name clk0 -period $clk_period [get_ports {clk}]

set non_clock_inputs [all_inputs -no_clocks]
set_input_delay [expr $clk_period * $clk_io_pct] -clock clk0 $non_clock_inputs
set_output_delay [expr $clk_period * $clk_io_pct] -clock clk0 [all_outputs]
==> design/flow/design.v <==
module sb_unpacker_v2 (
        clk,
        i_in,
        i_load,
        i_s,
        i_n,
        i_se,
        i_ze,
        o_out
    );
    parameter N = 16;
    parameter SHIFT_BITS = 5; 
    input                   clk;
    input [N-1:0]           i_in;
    input [1:0]             i_load;      
    input [SHIFT_BITS-1:0]  i_s;         
    input [SHIFT_BITS-2:0]  i_n;         
    input [N-1:0]           i_se;        
    input [N-1:0]           i_ze;        
    output [N-1:0]          o_out;
    wire [N-1:0]            unpkr_out;
    wire                    sign_bit;
    reg [N-1:0]             se_out;
    unpacker unpkr(
        .clk(clk),
        .i_in(i_in),
        .i_load(i_load),
        .i_s(i_s),
        .o_out(unpkr_out)
    );
    assign sign_bit = unpkr_out[i_n-1];
    genvar j;
    generate
        for (j=0; j<N; j=j+1) begin : gen_se
            always @(*) begin
                if (i_se[j]) begin
                    se_out[j] = sign_bit;
                end
                else begin
                    se_out[j] = unpkr_out[j];
                end
            end
        end
    endgenerate
    assign o_out = se_out & i_ze;
endmodule
module shifter #( parameter CTRL=5, parameter WIDTH=2**CTRL )
    ( input wire [WIDTH-1:0] in,
      input wire [ CTRL-1:0] shift,
      output wire [WIDTH-1:0] out 
    );
    wire [WIDTH-1:0] tmp [CTRL:0];
    assign tmp[CTRL] = in;
    assign out = tmp[0];
    genvar i;
    generate
        for (i = 0; i < CTRL; i = i + 1) begin : shift_gen
        mux_2to1 #(.WIDTH(WIDTH)) g(
                .in0(tmp[i+1]),
                .in1({tmp[i+1][WIDTH-(2**i)-1:0],tmp[i+1][WIDTH-1:WIDTH-(2**i)]}),
                .sel(shift[i]),
                .out(tmp[i]) );
        end 
    endgenerate
endmodule
module mux_2to1 #( parameter WIDTH=32 )
    ( input wire [WIDTH-1:0] in0, in1,
      input wire             sel,
      output wire [WIDTH-1:0] out );
    assign out = sel ? in1 : in0;
endmodule
module unpacker (
        clk,
        i_in,
        i_load,
        i_s,
        o_out
    );
    parameter BIT_WIDTH = 16;
    parameter SHIFT_BITS = 5; 
    input                   clk;
    input [BIT_WIDTH-1:0]   i_in;
    input [1:0]             i_load;  
    input [SHIFT_BITS-1:0]  i_s;     
    output [BIT_WIDTH-1:0]  o_out;
    wire [2*BIT_WIDTH-1:0]   s_o;
    reg [2*BIT_WIDTH-1:0]    r;       
    always@(posedge clk) begin
        if (i_load[1])
            r[2*BIT_WIDTH-1:BIT_WIDTH] <= i_in;
        if (i_load[0]) 
            r[BIT_WIDTH-1:0] <= i_in;
    end
    shifter #(.CTRL(SHIFT_BITS)) bs(.in(r), .shift(i_s), .out(s_o) );
    assign o_out = s_o[BIT_WIDTH-1:0];
endmodule
==> design/flow/run.sh <==
#!/bin/bash
# OpenROAD 26Q1-2900-gdf79404cd8, Yosys 0.63+post, stock flow scripts
make -C /OpenROAD-flow-scripts/flow DESIGN_CONFIG=/design/flow/config.mk WORK_HOME=/design/flow/orfs finish
==> impl_metrics.env <==
# physical design summary
export IMPL_dieArea_mm2=0.007399
export IMPL_setup_tns_ns=0
export IMPL_route_detailed_drc=0
export IMPL_required_ns=5.12
export IMPL_synth_cell_area_mm2=0.003530
export IMPL_postPlaceCellArea_mm2=0.004280
export IMPL_postCtsSetupBuffers=0
export IMPL_switching_share_pct=31.12
export IMPL_comb_area_mm2=0.002332
export IMPL_cp_max_fo=16
export IMPL_num_rows=30
export IMPL_peakVddDrop_v=0.0001420
export IMPL_power_density_mw_per_mm2=163.2
export IMPL_ys_area_mm2=0.003530
export IMPL_cap_violations=0
export IMPL_fin_crit_ns=6.008
export IMPL_n_antenna_cell=0
export IMPL_num_vias=2891
export IMPL_mostFrequentLayoutCell="clkdlybuf4s50_1"
export IMPL_power_frac_comb_pct=43.4
export IMPL_area_growth_pct=23.43
export IMPL_clk_path_buf_depth=2
export IMPL_lay_top_cells="clkdlybuf4s50_1, mux2i_1, nand2_1"
export IMPL_final_core_util_pct=64.13
export IMPL_cts_htree_levels=2
export IMPL_port_buffers=75
export IMPL_switching_power_w=0.0002212
export IMPL_gp_congestion=0.9248
export IMPL_worstHoldPathType="in2reg"
export IMPL_cts_clk_slew_worst_paths_ns=0.06
export IMPL_grt_pass1_wl_um=13540
export IMPL_synth_cells=313
export IMPL_max_slew_margin_pct=51.81
export IMPL_wl_um=8409
export IMPL_grt_start_max_net_pins=31
export IMPL_setup_viol=0
export IMPL_status="complete, no violations"
export IMPL_fp_util_pct=51.95
export IMPL_warnings=26
export IMPL_cts_hold_buf=0
export IMPL_min_from="i_in[7]"
export IMPL_synth_async_reset_ratio_pct=0
export IMPL_yosysWarnings=3
export IMPL_rsz0062_at_grt="no"
export IMPL_p_leak_nw=1.596
export IMPL_post_route_period_util_pct=93.87
export IMPL_cts_sinks=32
export IMPL_ys_flops=32
export IMPL_io_pin_count=76
export IMPL_p_clk_share_pct=19.1
export IMPL_edf_count=32
export IMPL_worst_setup_path_type="in2out"
export IMPL_core_area_mm2=0.006794
export IMPL_cts_buffers=5
export IMPL_regArea_um2=960.9
export IMPL_globalRoute_totalOverflow=0
export IMPL_cts_resized=0
export IMPL_internal_power_w=0.0004896
export IMPL_flop_cell="edfxtp_1"
export IMPL_antenna_found_initial=0
export IMPL_hold_end="unpkr.r[7]$_DFFE_PP_"
export IMPL_die_x_um=86.02
export IMPL_postSynthSeqShare_pct=27.22
export IMPL_arrival_ns=4.73
export IMPL_largest_reg_flops=32
export IMPL_seqPwrFrac_pct=37.5
export IMPL_die_h_um=86.02
export IMPL_ctsRootBufferMaster="clkbuf_8"
export IMPL_fmax_ghz=0.1664
export IMPL_dr_pass1_iters=4
export IMPL_cp_end_kind="output port"
export IMPL_hold_path_depth=1
export IMPL_largestRegisters="unpkr.r (32)"
export IMPL_tightest_slew_ns=0.7206
export IMPL_wl_per_cell_um=17.56
export IMPL_drtAntennaViolNets=0
export IMPL_hold_viol_final=0
export IMPL_synth_distinct_cells=72
export IMPL_nFillCells=571
export IMPL_hpwl_um=6725
export IMPL_grt_use_total_pct=24.90
export IMPL_grt_pass1_vias=2814
export IMPL_cts_tree="done"
export IMPL_cp_start_kind="input port"
export IMPL_drt_iter0_markers=109
export IMPL_yosys_stat_cells=313
export IMPL_drv_slew=0
export IMPL_stdcell_area_mm2=0.004357
export IMPL_viasPerCell=6.035
export IMPL_drive_gt1_share_pct=19.84
export IMPL_top_register="unpkr.r"
export IMPL_syn_area_per_cell_um2=11.28
## final cells by class
type                       count  share of cell area [%]
clock buffer                   5                   1.580
clock inverter                 2                  0.1723
inverter                       7                  0.6031
multi-input combinational    251                   53.53
sequential                    32                   22.06
tap                           96                   2.757
timing repair buffer          86                   19.30
## stage by stage
stage,power [W],setup WS (ns),std cells,hold WS [ns]
2_1_floorplan,0.0004676,1.698,313,1.379
6_report,0.0007108,0.3920,479,1.574
3_5_place_dp,0.0005792,0.4121,472,1.862
4_1_cts,0.0007152,0.3932,479,1.571
3_3_place_gp,0.0005782,0.3809,472,1.856
5_1_grt,0.0007509,0.1031,479,1.578
## cells by family after synthesis
logic type	after synthesis	share of synthesized area [%]
multiplexers	76	32.01
buffers and inverters	30	6.699
flip-flops	32	27.22
XOR/XNOR	2	0.4964
AND/OR/NAND/NOR	95	14.46
adder cells (fa/ha/maj)	1	0.3544
AND-OR/OR-AND	77	18.75
## routing by layer
layer / vias to the layer above / GRT usage (%) / routed length [um]
li1: 1407 / - / -
met1: 1371 / 35.94 / 3569
met2: 95 / 41.85 / 4150
met3: 18 / 4.785 / 473
met4: 0 / 4.545 / 215
met5: - / 0 / 0
## power groups by stage
stage / Sequential, W / Clock (W) / Combinational [W]
CTS: 0.000266 / 0.000139 / 0.000310
finish: 0.000267 / 0.000136 / 0.000309
global route: 0.000268 / 0.000147 / 0.000336
## cells in the mapped netlist (5+ instances only)
| cell | number | area share [%] |
|---|---|---|
| mux2i_1 | 36 | 10 |
| nand2_1 | 35 | 3.7 |
| edfxtp_1 | 32 | 27 |
| mux4_2 | 20 | 13 |
| mux2_2 | 13 | 4.1 |
| nand3b_1 | 12 | 2.6 |
| nor2_1 | 11 | 1.2 |
| o21ai_0 | 10 | 1.4 |
| o31ai_2 | 9 | 3.2 |
| a21oi_1 | 6 | 0.85 |
| inv_1 | 6 | 0.64 |
| mux4_1 | 6 | 4.5 |
| o31ai_1 | 6 | 1.3 |
| buf_6 | 5 | 1.6 |
| clkbuf_1 | 5 | 0.53 |
| nand3_1 | 5 | 0.71 |
## worst max-delay path, stage by stage
cell and delay [ns]:
clkdlybuf4s50_1 0.72, inv_1 0.08, ha_1 0.48, inv_1 0.19, a2bb2oi_1 0.30, o21ai_0 0.14, a311o_1 0.39, o22ai_4 0.50
o32ai_1 0.19, clkdlybuf4s50_1 0.43
## how the worst max path moves through the flow
stage	start	endpoint	slack, ns	cells after the start
4_1_cts	i_n[0]	o_out[9]	0.39	10
5_1_grt	i_n[0]	o_out[9]	0.10	11
6_report	i_n[0]	o_out[9]	0.39	10
Power and IR drop assume default switching activity.
