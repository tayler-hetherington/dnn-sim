===== run.sh =====
#!/bin/bash
# OpenROAD 26Q1-2900-gdf79404cd8, Yosys 0.63+post, stock flow scripts
make -C /OpenROAD-flow-scripts/flow DESIGN_CONFIG=/design/flow/config.mk WORK_HOME=/design/flow/orfs finish

===== config.mk =====
export PLATFORM = sky130hd
export DESIGN_NAME = mux_81_to_1
export DESIGN_NICKNAME = mux_81_to_1
export VERILOG_FILES = /design/flow/design.v
export SDC_FILE = /design/flow/constraint.sdc
export NUM_CORES = 4
export LEC_CHECK = 1
export CORE_AREA = 10 10 505 505
export DIE_AREA = 0 0 515 515

===== constraint.sdc =====
current_design mux_81_to_1

set clk_period 25.4
set clk_io_pct 0.2

create_clock -name clk0 -period $clk_period

set non_clock_inputs [all_inputs -no_clocks]
set_input_delay [expr $clk_period * $clk_io_pct] -clock clk0 $non_clock_inputs
set_output_delay [expr $clk_period * $clk_io_pct] -clock clk0 [all_outputs]

===== design.v =====
module mux_2_to_1 #(parameter BIT_WIDTH = 16) (
    i_sel,
    i_A0,
    i_A1,
    o_B
);
input i_sel;
input [(BIT_WIDTH-1):0] i_A0, i_A1;
output [(BIT_WIDTH-1):0] o_B;
reg [(BIT_WIDTH-1):0] B;
assign o_B = B;
always @(i_sel or i_A0 or i_A1) begin
    case (i_sel)  
        1'b0: B = i_A0;
        1'b1: B = i_A1;
    endcase
end
endmodule  
module mux_2_to_1_v2 (
    i_sel,
    i_A,
    o_B
);
parameter BIT_WIDTH = 16;
parameter SEL_WIDTH = 1;
parameter NUM_INPUTS = 1 << SEL_WIDTH;
input [SEL_WIDTH-1:0] i_sel;
input [(BIT_WIDTH*NUM_INPUTS) - 1 : 0] i_A;
output [(BIT_WIDTH-1):0] o_B;
reg [(BIT_WIDTH-1):0] B;
assign o_B = B;
integer i;
always @(i_sel or i_A) begin
    case (i_sel)  
        1'b0: B = i_A[ BIT_WIDTH - 1 : 0 ];
        1'b1: B = i_A[ (2*BIT_WIDTH) - 1 : BIT_WIDTH ];
    endcase
end
endmodule  
module mux_4_to_1 #(parameter BIT_WIDTH=16) (
    i_sel,
    i_A0,
    i_A1,
    i_A2,
    i_A3,
    o_B
);
input [1:0] i_sel;
input [(BIT_WIDTH-1):0] i_A0, i_A1, i_A2, i_A3;
output [(BIT_WIDTH-1):0] o_B;
reg [(BIT_WIDTH-1):0] B;
assign o_B = B;
always @(i_sel or i_A0 or i_A1 or i_A2 or i_A3) begin
    case (i_sel)  
        2'b00: B = i_A0;
        2'b01: B = i_A1;
        2'b10: B = i_A2;
        2'b11: B = i_A3;        
    endcase
end
endmodule  
module mux_4_to_1_v2 (
    i_sel,
    i_A,
    o_B
);
parameter BIT_WIDTH = 16;
parameter SEL_WIDTH = 2;
parameter NUM_INPUTS = 1 << SEL_WIDTH;
input [SEL_WIDTH-1:0] i_sel;
input [(NUM_INPUTS*BIT_WIDTH)-1:0] i_A;
output [(BIT_WIDTH-1):0] o_B;
reg [(BIT_WIDTH-1):0] B;
assign o_B = B;
always @(i_sel or i_A) begin
    case (i_sel)  
        2'b00: B = i_A[ BIT_WIDTH-1:0 ];
        2'b01: B = i_A[ (2*BIT_WIDTH)-1 : BIT_WIDTH ];
        2'b10: B = i_A[ (3*BIT_WIDTH)-1 : 2*BIT_WIDTH ];
        2'b11: B = i_A[ (4*BIT_WIDTH)-1 : 3*BIT_WIDTH ];        
    endcase
end
endmodule  
module mux_6_to_1 #(parameter BIT_WIDTH=16) (
    i_sel,
    i_A0,
    i_A1,
    i_A2,
    i_A3,
    i_A4,
    i_A5,
    o_B
);
input [2:0] i_sel;
input [(BIT_WIDTH-1):0] i_A0, i_A1, i_A2, i_A3, i_A4, i_A5;
output [(BIT_WIDTH-1):0] o_B;
reg [(BIT_WIDTH-1):0] B;
assign o_B = B;
always @(i_sel or i_A0 or i_A1 or i_A2 or i_A3 or i_A4 or i_A5) begin
    case (i_sel)   
        3'b000: B = i_A0;
        3'b001: B = i_A1;
        3'b010: B = i_A2;
        3'b011: B = i_A3;        
        3'b100: B = i_A4;
        3'b101: B = i_A5;  
    endcase
end
endmodule  
module mux_6_to_1_v2 (
    i_sel,
    i_A,
    o_B
);
parameter BIT_WIDTH = 16;
parameter SEL_WIDTH = 3;
parameter NUM_INPUTS = 6;
input [SEL_WIDTH-1:0] i_sel;
input [(NUM_INPUTS*BIT_WIDTH)-1:0] i_A;
output [(BIT_WIDTH-1):0] o_B;
reg [(BIT_WIDTH-1):0] B;
assign o_B = B;
always @(i_sel or i_A) begin
    case (i_sel)  
        3'b000: B = i_A[ (BIT_WIDTH)-1 : 0 ];
        3'b001: B = i_A[ (2*BIT_WIDTH)-1 : BIT_WIDTH ];
        3'b010: B = i_A[ (3*BIT_WIDTH)-1 : 2*BIT_WIDTH ];
        3'b011: B = i_A[ (4*BIT_WIDTH)-1 : 3*BIT_WIDTH ];
        3'b100: B = i_A[ (5*BIT_WIDTH)-1 : 4*BIT_WIDTH ];
        3'b101: B = i_A[ (6*BIT_WIDTH)-1 : 5*BIT_WIDTH ];
    endcase
end
endmodule  
module mux_8_to_1 #(parameter BIT_WIDTH=16) (
    i_sel,
    i_A0,
    i_A1,
    i_A2,
    i_A3,
    i_A4,
    i_A5,
    i_A6,
    i_A7,
    o_B
);
input [2:0] i_sel;
input [(BIT_WIDTH-1):0] i_A0, i_A1, i_A2, i_A3, i_A4, i_A5, i_A6, i_A7;
output [(BIT_WIDTH-1):0] o_B;
reg [(BIT_WIDTH-1):0] B;
assign o_B = B;
always @(i_sel or i_A0 or i_A1 or i_A2 or i_A3 or i_A4 or i_A5 or i_A6 or i_A7) begin
    case (i_sel)  
        3'b000: B = i_A0;
        3'b001: B = i_A1;
        3'b010: B = i_A2;
        3'b011: B = i_A3;        
        3'b100: B = i_A4;
        3'b101: B = i_A5;
        3'b110: B = i_A6;
        3'b111: B = i_A7;  
    endcase
end
endmodule  
module mux_8_to_1_v2 (
    i_sel,
    i_A,
    o_B
);
parameter BIT_WIDTH = 16;
parameter SEL_WIDTH = 3;
parameter NUM_INPUTS = 1 << SEL_WIDTH;
input [SEL_WIDTH-1:0] i_sel;
input [(NUM_INPUTS*BIT_WIDTH)-1:0] i_A;
output [(BIT_WIDTH-1):0] o_B;
reg [(BIT_WIDTH-1):0] B;
assign o_B = B;
always @(i_sel or i_A) begin
    case (i_sel)  
        3'b000: B = i_A[ (BIT_WIDTH)-1 : 0 ];
        3'b001: B = i_A[ (2*BIT_WIDTH)-1 : BIT_WIDTH ];
        3'b010: B = i_A[ (3*BIT_WIDTH)-1 : 2*BIT_WIDTH ];
        3'b011: B = i_A[ (4*BIT_WIDTH)-1 : 3*BIT_WIDTH ];
        3'b100: B = i_A[ (5*BIT_WIDTH)-1 : 4*BIT_WIDTH ];
        3'b101: B = i_A[ (6*BIT_WIDTH)-1 : 5*BIT_WIDTH ];
        3'b110: B = i_A[ (7*BIT_WIDTH)-1 : 6*BIT_WIDTH ];
        3'b111: B = i_A[ (8*BIT_WIDTH)-1 : 7*BIT_WIDTH ];
    endcase
end
endmodule  
module mux_16_to_1 #(parameter BIT_WIDTH=16) (
    i_sel,
    i_A0,
    i_A1,
    i_A2,
    i_A3,
    i_A4,
    i_A5,
    i_A6,
    i_A7,
    i_A8,
    i_A9,
    i_A10,
    i_A11,
    i_A12,
    i_A13,
    i_A14,
    i_A15,
    o_B
);
input [3:0] i_sel;
input [(BIT_WIDTH-1):0] i_A0, i_A1, i_A2, i_A3, i_A4, i_A5, i_A6, i_A7, i_A8, i_A9, i_A10, i_A11, i_A12, i_A13, i_A14, i_A15;
output [(BIT_WIDTH-1):0] o_B;
reg [(BIT_WIDTH-1):0] B;
assign o_B = B;
always @(i_sel or i_A0 or i_A1 or i_A2 or i_A3 or i_A4 or i_A5 or i_A6 or i_A7 or i_A8 or i_A9 or i_A10 or i_A11 or i_A12 or i_A13 or i_A14 or i_A15) begin
    case (i_sel)  
        4'b0000: B = i_A0;
        4'b0001: B = i_A1;
        4'b0010: B = i_A2;
        4'b0011: B = i_A3;
        4'b0100: B = i_A4;
        4'b0101: B = i_A5;
        4'b0110: B = i_A6;
        4'b0111: B = i_A7;
        4'b1000: B = i_A8;
        4'b1001: B = i_A9;
        4'b1010: B = i_A10;
        4'b1011: B = i_A11;
        4'b1100: B = i_A12;
        4'b1101: B = i_A13;
        4'b1110: B = i_A14;
        4'b1111: B = i_A15;        
    endcase
end
endmodule  
module mux_16_to_1_v2 (
    i_sel,
    i_A,
    o_B
);
parameter BIT_WIDTH = 16;
parameter SEL_WIDTH = 4;
parameter NUM_INPUTS = 1 << SEL_WIDTH;
input [(SEL_WIDTH-1):0]     i_sel;
input [(NUM_INPUTS*BIT_WIDTH)-1:0]     i_A;
output [(BIT_WIDTH-1):0]    o_B;
reg [(BIT_WIDTH-1):0] B;
assign o_B = B;
always @(i_sel or i_A) begin
    case (i_sel)  
        4'b0000: B = i_A[BIT_WIDTH - 1 : 0];
        4'b0001: B = i_A[(2*BIT_WIDTH)-1:(1*BIT_WIDTH)];
        4'b0010: B = i_A[(3*BIT_WIDTH)-1:(2*BIT_WIDTH)];
        4'b0011: B = i_A[(4*BIT_WIDTH)-1:(3*BIT_WIDTH)];
        4'b0100: B = i_A[(5*BIT_WIDTH)-1:(4*BIT_WIDTH)];
        4'b0101: B = i_A[(6*BIT_WIDTH)-1:(5*BIT_WIDTH)];
        4'b0110: B = i_A[(7*BIT_WIDTH)-1:(6*BIT_WIDTH)];
        4'b0111: B = i_A[(8*BIT_WIDTH)-1:(7*BIT_WIDTH)];
        4'b1000: B = i_A[(9*BIT_WIDTH)-1:(8*BIT_WIDTH)];
        4'b1001: B = i_A[(10*BIT_WIDTH)-1:(9*BIT_WIDTH)];
        4'b1010: B = i_A[(11*BIT_WIDTH)-1:(10*BIT_WIDTH)];
        4'b1011: B = i_A[(12*BIT_WIDTH)-1:(11*BIT_WIDTH)];
        4'b1100: B = i_A[(13*BIT_WIDTH)-1:(12*BIT_WIDTH)];
        4'b1101: B = i_A[(14*BIT_WIDTH)-1:(13*BIT_WIDTH)];
        4'b1110: B = i_A[(15*BIT_WIDTH)-1:(14*BIT_WIDTH)];
        4'b1111: B = i_A[(16*BIT_WIDTH)-1:(15*BIT_WIDTH)];
    endcase
end
endmodule  
module mux_32_to_1_v2 (
    i_sel,
    i_A,
    o_B
);
parameter BIT_WIDTH = 16;
parameter SEL_WIDTH = 5;
parameter NUM_INPUTS = 1 << SEL_WIDTH;
input [(SEL_WIDTH-1):0]     i_sel;
input [(NUM_INPUTS*BIT_WIDTH)-1:0]     i_A;
output [(BIT_WIDTH-1):0]    o_B;
reg [(BIT_WIDTH-1):0] B;
assign o_B = B;
always @(i_sel or i_A) begin
    case (i_sel)  
        5'b00000: B = i_A[BIT_WIDTH - 1 : 0];
        5'b00001: B = i_A[(2*BIT_WIDTH)-1:(1*BIT_WIDTH)];
        5'b00010: B = i_A[(3*BIT_WIDTH)-1:(2*BIT_WIDTH)];
        5'b00011: B = i_A[(4*BIT_WIDTH)-1:(3*BIT_WIDTH)];
        5'b00100: B = i_A[(5*BIT_WIDTH)-1:(4*BIT_WIDTH)];
        5'b00101: B = i_A[(6*BIT_WIDTH)-1:(5*BIT_WIDTH)];
        5'b00110: B = i_A[(7*BIT_WIDTH)-1:(6*BIT_WIDTH)];
        5'b00111: B = i_A[(8*BIT_WIDTH)-1:(7*BIT_WIDTH)];
        5'b01000: B = i_A[(9*BIT_WIDTH)-1:(8*BIT_WIDTH)];
        5'b01001: B = i_A[(10*BIT_WIDTH)-1:(9*BIT_WIDTH)];
        5'b01010: B = i_A[(11*BIT_WIDTH)-1:(10*BIT_WIDTH)];
        5'b01011: B = i_A[(12*BIT_WIDTH)-1:(11*BIT_WIDTH)];
        5'b01100: B = i_A[(13*BIT_WIDTH)-1:(12*BIT_WIDTH)];
        5'b01101: B = i_A[(14*BIT_WIDTH)-1:(13*BIT_WIDTH)];
        5'b01110: B = i_A[(15*BIT_WIDTH)-1:(14*BIT_WIDTH)];
        5'b01111: B = i_A[(16*BIT_WIDTH)-1:(15*BIT_WIDTH)];
        5'b10000: B = i_A[(17*BIT_WIDTH)-1:(16*BIT_WIDTH)];
        5'b10001: B = i_A[(18*BIT_WIDTH)-1:(17*BIT_WIDTH)];
        5'b10010: B = i_A[(19*BIT_WIDTH)-1:(18*BIT_WIDTH)];
        5'b10011: B = i_A[(20*BIT_WIDTH)-1:(19*BIT_WIDTH)];
        5'b10100: B = i_A[(21*BIT_WIDTH)-1:(20*BIT_WIDTH)];
        5'b10101: B = i_A[(22*BIT_WIDTH)-1:(21*BIT_WIDTH)];
        5'b10110: B = i_A[(23*BIT_WIDTH)-1:(22*BIT_WIDTH)];
        5'b10111: B = i_A[(24*BIT_WIDTH)-1:(23*BIT_WIDTH)];
        5'b11000: B = i_A[(25*BIT_WIDTH)-1:(24*BIT_WIDTH)];
        5'b11001: B = i_A[(26*BIT_WIDTH)-1:(25*BIT_WIDTH)];
        5'b11010: B = i_A[(27*BIT_WIDTH)-1:(26*BIT_WIDTH)];
        5'b11011: B = i_A[(28*BIT_WIDTH)-1:(27*BIT_WIDTH)];
        5'b11100: B = i_A[(29*BIT_WIDTH)-1:(28*BIT_WIDTH)];
        5'b11101: B = i_A[(30*BIT_WIDTH)-1:(29*BIT_WIDTH)];
        5'b11110: B = i_A[(31*BIT_WIDTH)-1:(30*BIT_WIDTH)];
        5'b11111: B = i_A[(32*BIT_WIDTH)-1:(31*BIT_WIDTH)];
    endcase
end
endmodule  
module mux_81_to_1 (
        i_sel,
        i_A,
        o_B
    );
    parameter BIT_WIDTH = 16;
    parameter SEL_WIDTH = 7;
    parameter NUM_INPUTS = 81;
    parameter NUM_FULL_16 = 5;
    input [(SEL_WIDTH-1):0]     i_sel;
    input [(NUM_INPUTS*BIT_WIDTH-1):0]     i_A;
    output [(BIT_WIDTH-1):0]    o_B;
    wire [ (NUM_FULL_16*BIT_WIDTH)-1 : 0 ] mux_16_outs;
    genvar i;
    generate
        for(i=0; i<NUM_FULL_16; i=i+1) begin : T1
            mux_16_to_1_v2 M0 (
                i_sel[ (SEL_WIDTH-3) - 1 : 0],
                i_A[ 16 + ((i+1)*16*BIT_WIDTH) - 1 : 16 + i*16*BIT_WIDTH ],
                mux_16_outs[ ((i+1)*BIT_WIDTH)-1 : i*BIT_WIDTH ] 
            );
        end
    endgenerate
    mux_6_to_1 M1 (
        i_sel[ (SEL_WIDTH-1) : (SEL_WIDTH-3) ],
        i_A[BIT_WIDTH-1:0],
        mux_16_outs[BIT_WIDTH-1:0],
        mux_16_outs[(2*BIT_WIDTH)-1:(BIT_WIDTH)],
        mux_16_outs[(3*BIT_WIDTH)-1:(2*BIT_WIDTH)],
        mux_16_outs[(4*BIT_WIDTH)-1:(3*BIT_WIDTH)],
        mux_16_outs[(5*BIT_WIDTH)-1:(4*BIT_WIDTH)],
        o_B 
    );
endmodule
module ram (
        clk, 
        i_address,
        i_data, 
        i_we, 
        o_data
    ); 
    parameter DATA_WIDTH = 32;
    parameter ADDR_WIDTH = 4;
    parameter RAM_DEPTH = 1 << ADDR_WIDTH;
    input                  clk;
    input [ADDR_WIDTH-1:0] i_address;
    input                  i_we;
    input [DATA_WIDTH-1:0]  i_data;
    output [DATA_WIDTH-1:0]  o_data;
    reg [DATA_WIDTH-1:0] data_out ;
    reg [DATA_WIDTH-1:0] mem [0:RAM_DEPTH-1];
    assign o_data = data_out;
    always @ (posedge clk) begin
        if( i_we == 1 ) begin
            mem[i_address] <= i_data;
        end
        data_out <= mem[i_address];
    end
endmodule

==> notes.md <==
Implementation results. The worst setup path is captured at an output port. Per the OpenROAD floorplan log, the width of the die is 515 um. The number of antenna violations at the first check in global routing was 479. Share of layout cells above drive strength 1 landed at 0.116. Fill cells in the final layout number 27.8k. STA classifies the critical path startpoint as an input pin.

After synthesis the cells add up to 11400 um2. Setup repair after global routing left no endpoint under its margin. Dividing the detail-routed wire length by the instance count gives 55.2 um.

The flow ran to the end, and the final reports show no timing, DRC or antenna violations. Between the synthesized netlist and the finished layout, the area growth was recorded as 160%. The highest supply drop recorded on VDD is 0.00000971 V. Per the post-synthesis stats, the area per cell is 7.03 um2. Pin placement for this block handled 1319 I/O pins. The first global-routing pass estimated 399 mm of wire.

Summing over the stages, the warning tally comes to 32. Maximum number of pins on one net before global-route repair landed at 58. Based on the critical path, the design can be clocked at up to 65.5 MHz. The tool flagged a number of max-cap violations equal to 0. Standard-cell row count landed at 181. Yosys chip area landed at 11400 um2. In the hold report, the worst path ends at o_B[5]. Buffers added to address setup during post-CTS repair amount to 0.

Per the detail_route report, the via count comes to 24.8k. The critical path endpoint has a required time of 20320 ps. Max-slew violation count landed at 0. Worst hold path stage count landed at 4. The via count of the first global-routing pass was 23.4k.

Summed over all routing layers, the global router reports a total usage of 0.250. Looking at the global route congestion table, the highest-usage layer is met2. In the final layout, flip-flops and latches occupy 0 um2. Met2 usage in global routing landed at 0.426. Looking at the critical path, the highest net fanout was 37. Share of the yosys chip area belonging to registers landed at 0.

Post-synthesis cell count from yosys landed at 1618. Warning count from the yosys run landed at 4. In the global route stage, met3 resource usage came out at 0.142.

Area taken by multi-input logic gates landed at 10600 um2. Number of DRC markers after the initial detailed-route iteration landed at 2639. Number of iterations in the first detailed-routing pass landed at 8. Hold timing on the final database bottoms out at a slack of 11220 ps. For this run, global-route usage on met1 was measured as 0.276. Global-route congestion overflow total landed at 0.

For this design the static power due to leakage is 9.47 nW. Dividing the final minimum period by the clock period gives 0.601. The netlist uses 78 different library cells. Transition time at the pin with the least slew margin landed at 1010 ps.

In the setup report, the worst path falls into the class in2out. Buffers inserted to repair hold after CTS numbered 0. Number of hold violations in the final report landed at 0. Per the hold report, the tightest min-delay path originates at i_A[5]. The routed design shows a via density per instance of 3.99. Routability congestion estimate landed at 0.961. For the finished layout, the period the worst path requires is 15270 ps. Count of clock buffers in the final design landed at 0. Including well taps, the total number of placed cells is 6100.

Floorplan die area landed at 265000 um2. At the floorplan stage, the core utilization is reported as 0.0467. The count of cells in the finished layout, fillers not included, comes to 6219. According to the hold report, the worst path is of the in2out type. Endpoints with negative setup slack in the final report add up to 0. Ratio of total power to cell area landed at 19.4 nW/um2. The synthesized instance count is 1618. Across all checked pins, the minimum headroom to the slew limit is 0.325. Die span in y landed at 515 um. TritonRoute reported its final design rule violation total as 0. Count of flip-flops and latches landed at 0. For the completed layout, the total cell area is recorded as 29500 um2.

Count of instances resized after the clock tree is built landed at 0. The core region is 243000 um2. The detailed router reported a total wirelength of 343 mm.

Half-perimeter wire length of the detailed placement result landed at 303 mm. The count of nets left with antenna violations once routing finished came out at 0. Setup total negative slack on the finished layout was measured at 0 ps. Total of buffers placed on input and output ports landed at 1319. Utilization after layout landed at 0.121.

Placed cell area landed at 29200 um2. Data arrives at the worst endpoint at 10190 ps.
## worst max-delay path by stage
stage,startpoint,to,slack [ps],cells after the start
4_1_cts,i_sel[3],o_B[12],10090,11
5_1_grt,i_sel[3],o_B[0],10100,12
6_report,i_sel[3],o_B[0],10130,12
## synthesized netlist by cell type, types with 12 or more instances
| cell | count | share of area |
|---|---|---|
| a211oi_1 | 16 | 0.011 |
| a21oi_1 | 102 | 0.045 |
| a221o_1 | 16 | 0.014 |
| a221oi_1 | 51 | 0.039 |
| a222oi_1 | 15 | 0.013 |
| a22o_1 | 70 | 0.054 |
| a22oi_1 | 159 | 0.10 |
| a31oi_1 | 42 | 0.023 |
| a32o_1 | 15 | 0.013 |
| a32oi_1 | 22 | 0.017 |
| and3_1 | 16 | 0.0088 |
| buf_2 | 94 | 0.041 |
| buf_4 | 21 | 0.014 |
| clkbuf_1 | 81 | 0.027 |
| mux2_2 | 50 | 0.049 |
| mux2i_1 | 134 | 0.12 |
| nand2_1 | 75 | 0.025 |
| nand2b_1 | 25 | 0.014 |
| nand3_1 | 42 | 0.018 |
| nand3b_1 | 17 | 0.011 |
| nor2_1 | 59 | 0.019 |
| nor2b_1 | 14 | 0.0077 |
| nor3_1 | 12 | 0.0053 |
| nor3b_1 | 12 | 0.0079 |
| o211ai_1 | 14 | 0.0092 |
| o21a_1 | 27 | 0.018 |
| o21ai_0 | 107 | 0.047 |
| o221ai_1 | 32 | 0.025 |
| o22a_1 | 20 | 0.015 |
| o22ai_1 | 63 | 0.035 |
| o2bb2ai_1 | 16 | 0.012 |
## critical path, stage by stage
cell	delay, ps
buf_8	340
buf_4	550
buf_4	630
and2_4	430
buf_4	400
buf_4	460
a22o_1	220
a21oi_1	60
a31oi_1	840
a21oi_1	100
a31oi_1	230
clkdlybuf4s50_1	700
## layer usage
layer  routed length (um)  up-vias  part of all wire
met5                 2290        -            0.0067
met4                 7890      344             0.023
met3                46600      778              0.14
met2               164000     2265              0.48
met1               122000    12000              0.36
li1                     -     9475                 -
## cells in the final DEF (no fill, tap or decap), types with 9 or more instances in the layout
master	count
nor3_1	10
o21a_1	27
a21oi_1	100
a22oi_1	159
o21ai_0	106
a22o_1	70
a221o_1	16
o22a_1	20
nand2b_1	20
a32oi_1	22
diode_2	119
mux4_2	9
mux2_2	50
a211oi_1	16
o32ai_1	9
o2bb2ai_1	16
nor3b_2	9
o221ai_1	32
a221oi_1	49
nor2b_4	11
nand3b_1	17
nand2_1	71
a31oi_1	42
and3_1	12
a32o_1	15
buf_4	172
or3b_2	9
clkdlybuf4s50_1	1315
nand3_1	41
a222oi_1	15
o211ai_1	14
mux2i_1	134
o22ai_1	63
nor2_1	53
a2bb2oi_1	9
## cell families after synthesis
group,synth area share
compound gates,0.553
buf+inv,0.0965
mux,0.188
simple gates,0.163
## where the power goes
group | switching, W | internal [W]
registers | 0 | 0
logic | 0.000299 | 0.000274
clock network | 0 | 0.000000000440
## stage by stage
stage / setup WS, ps / power [W]
CTS: 10090 / 0.000580
detailed placement: 10100 / 0.000577
finish: 10130 / 0.000573
global route: 10100 / 0.000592
floorplan: 13580 / 0.000144
global placement: 10120 / 0.000573
## cell type report
cell class | instances | area share
Multi-Input combinational cell | 1395 | 0.360
Tap cell | 3202 | 0.136
Antenna cell | 119 | 0.0101
Timing Repair Buffer | 1493 | 0.493
Inverter | 10 | 0.00161
Power is estimated from default activity; no workload was simulated.
