## flow/config.mk

```make
export PLATFORM = sky130hd
export DESIGN_NAME = n3_cluster
export DESIGN_NICKNAME = n3_cluster
export VERILOG_FILES = /design/flow/design.v
export SDC_FILE = /design/flow/constraint.sdc
export NUM_CORES = 4
export LEC_CHECK = 1
export CORE_AREA = 10 10 284 284
export DIE_AREA = 0 0 294 294
```

## flow/run.sh

```bash
#!/bin/bash
# OpenROAD 26Q1-2900-gdf79404cd8, Yosys 0.63+post, stock flow scripts
make -C /OpenROAD-flow-scripts/flow DESIGN_CONFIG=/design/flow/config.mk WORK_HOME=/design/flow/orfs finish
```

## flow/design.v

```verilog
module n3_cluster ( 
        clk,
        rst,
        i_data,
        o_data,
        o_idx,
        o_offset
    );
    parameter N         = 16;
    parameter Tn        = 16;
    parameter OFFSET_SZ = 4;
    input                      clk, rst;
    input [Tn*N-1:0]           i_data;
    output [Tn*N-1:0]          o_data;
    output [Tn*OFFSET_SZ-1:0]  o_idx;
    output [Tn*OFFSET_SZ-1:0]  o_offset;
    genvar i;
    generate
        for(i=0; i<Tn; i=i+1) begin : COMP_ARRAY
            n3 #(.N(N), .OFFSET_SZ(OFFSET_SZ)) COMP (
                clk,
                rst,
                i_data [ (i+1)*N - 1 : i*N ],
                o_data [ (i+1)*N - 1 : i*N ],
                o_idx  [ (i+1)*OFFSET_SZ - 1 : i*OFFSET_SZ ],
                o_offset [ (i+1)*OFFSET_SZ - 1 : i*OFFSET_SZ ]
            );
        end
    endgenerate
endmodule
module n3 (
        clk,
        rst,
        i_data,
        o_data,
        o_idx,
        o_offset
    );
    parameter N         = 16;
    parameter OFFSET_SZ = 4;
    input                   clk, rst;
    input [N-1:0]           i_data;
    output [N-1:0]          o_data;
    output [OFFSET_SZ-1:0]  o_idx;
    output [OFFSET_SZ-1:0]  o_offset;
    reg [OFFSET_SZ-1:0]     idx_reg;         
    reg [OFFSET_SZ-1:0]     offset_reg;      
    reg [N-1:0]             data_reg;
    wire [OFFSET_SZ-1:0]    rst_idx, next_idx, inc_idx;
    wire [OFFSET_SZ-1:0]    rst_offset, next_offset, inc_offset;
    wire                    is_zero;    
    always @(posedge clk) begin
        data_reg    <= i_data;
        idx_reg     <= rst_idx;
        offset_reg  <= rst_offset;
    end
    assign o_data       = data_reg;
    assign o_idx        = idx_reg; 
    assign o_offset     = offset_reg;
    assign rst_idx      = (rst) ? ({OFFSET_SZ{1'b0}}) : (next_idx);
    assign rst_offset   = (rst) ? ({OFFSET_SZ{1'b0}}) : (next_offset);
    assign is_zero      = ~(|i_data);  
    assign inc_offset   = offset_reg + 1'b1;
    assign next_offset  = inc_offset;
    assign inc_idx      = idx_reg + 1'b1;
    assign next_idx     = (is_zero) ? (idx_reg) : (inc_idx);  
endmodule
```

## flow/constraint.sdc

```tcl
current_design n3_cluster

set clk_period 2.2
set clk_io_pct 0.2

create_clock -name clk0 -period $clk_period [get_ports {clk}]

set non_clock_inputs [all_inputs -no_clocks]
set_input_delay [expr $clk_period * $clk_io_pct] -clock clk0 $non_clock_inputs
set_output_delay [expr $clk_period * $clk_io_pct] -clock clk0 [all_outputs]
```

==> notes.md <==
Quick summary of the implementation run below.

The layout cell share with drive strength beyond 1 came out at 0.139. The count of buffering cells on the critical path with inverters included came out at 1. The flip-flop and latch count after synthesis is between 300 and 400. The vertical die dimension came out at 294 um. The count of library flops with an enable pin came out at 0.

The wire-length estimate of the detail-placed layout is approximately 37,000 um. The core region area is 0.0744 mm2. In this run the number of cells on the critical path is 1. The post-cts gate resize count came out at 0. The number of iterations in the first detailed-routing pass came out at 4. The H-tree generated during clock tree synthesis spans 2 levels. STA classifies the critical path endpoint as an output pin. The via count of the first global-routing pass is 9,147. The setup slack on the worst flop-to-flop path is ~1.1 ns. The flow ran to the end, and the final reports show no timing, DRC or antenna violations. Across every metal layer, demand over resource in global routing totals 0.100.

The chip area from the yosys synthesis statistics is ~0.011 mm2. The kind of cell with the highest combined delay along the critical path is buffers and inverters. For this run, the number of Yosys warnings is 1. The smallest clock period supported by the final layout is computed as about 2 ns. The number of cells in Yosys stat came out at about 820.

The slowest stage of the critical path is the sky130_fd_sc_hd__clkdlybuf4s50_1 cell. The commonest cells after synthesis are sky130_fd_sc_hd__dfxtp_1 (384), sky130_fd_sc_hd__nor2_1 (112), sky130_fd_sc_hd__nor4_2 (64). The total number of clock tree sinks came out at ~380. The timing report gives the clock slew at the launch and capture registers of the worst setup and hold paths as ~0.060 ns.

The synthesis report lists the most area-consuming cells as sky130_fd_sc_hd__dfxtp_1 (69%), sky130_fd_sc_hd__nor4_2 (7.1%), sky130_fd_sc_hd__nor2_1 (3.7%), sky130_fd_sc_hd__ha_1 (3.6%), sky130_fd_sc_hd__nand4_2 (3.6%). Yosys instantiated no cell more often than sky130_fd_sc_hd__dfxtp_1. Summed over all layers, the global routing overflow is 0.

The final weighted congestion of routability-driven global placement is roughly 0.84. The headroom to the max-slew limit came out at 0.614. The maximum single-stage delay on the critical path is between 0.5 and 0.6 ns. The required time of the worst setup path is ~1.8 ns. The number of setup buffers added after CTS is 0. STA classifies the critical path startpoint as a register.

Each instance of the synthesized netlist takes up on average 13.7 um2. Data on the critical path arrives at its endpoint at ~1.6 ns. The count of hold-fix buffers inserted at cts is 0. The library cell occupying the most area in the post-synthesis netlist is sky130_fd_sc_hd__dfxtp_1. STA lists the endpoint of the worst register-to-register path as COMP_ARRAY[9].COMP.idx_reg[1]$_SDFFE_PP0P_. The worst clock skew on the final layout came out at 0.0152 ns. The number of nets with antenna violations after routing came out at 0. The cell count of the worst reg-to-reg path came out at 3. Looking at the max-slew report, the worst-margin pin has a slew of ~0.57 ns. The worst hold margin came out at around 0.36 ns.

The CTS buffer count is about 45. The reported leakage power came out at about 8.0 nW. The number of design-rule violations left by the first detailed-router iteration came out at 181.

The routed wirelength normalized by instance count is around 18 um. The largest vdd supply drop came out at around 0.56 mV. The power density of the placed cells is around 840 mW/mm2.

The number of antenna violations at the first check in global routing came to 1. The number of cells produced by synthesis is a little over 800. The die area is 0.0864 mm2.

The flow reports an fmax of slightly below 500 MHz. Yosys mapped the design onto 16 distinct sky130hd cell types. The number of flip-flops under the largest register name is around 260. The leading register cell type out of synthesis is sky130_fd_sc_hd__dfxtp_1. The standard-cell row count is ~100. Per the run report, area growth between synthesis and finish was 83.6%. The total routed wirelength is 45,200 um.

The number of hold violations in the final report is 0. Setup repair after global routing left no endpoint under its margin. The total number of vias came out at between 8,000 and 9,000. The maximum number of buffers from clock root to sink came out at 3. The placement report lists the number of port buffers as 641. The launch point of the worst register-to-register path is recorded as COMP_ARRAY[9].COMP.idx_reg[0]$_SDFFE_PP0P_. Before any placement, the netlist area is recorded as around 0.011 mm2. The number of warnings in the stage logs is 25. The critical-path maximum fanout is 4.

The clock latency reported for the late side of the worst-skew pair is about 0.56 ns. The global-route wire length before repair came out at 63,000 um. Pin placement for this block handled 642 I/O pins. In this run the worst setup path begins at COMP_ARRAY[9].COMP.idx_reg[0]$_SDFFE_PP0P_. The CTS tree is built. The proportion of synthesized flip-flops having asynchronous set or reset is 0. Clock tree synthesis selected as its root buffer the cell sky130_fd_sc_hd__clkbuf_16. The detailed-route vias per instance is 3.44. The total of endpoints with negative setup slack in the final report came out at 0. The count of placed standard cells in the final layout, fillers left out came out at approximately 2,500. In this run the critical path is formed by clkdlybuf4s50_1. The area share of the leading cell type in the synthesized netlist came out at 0.686. The total count of max-transition violations in the final report came out at 0. The die outline width is roughly 290 um. The most critical setup path has its endpoint at o_idx[36].

The part of the cycle the worst path needs is 0.925. The total placed cells including tap cells came out at 2,439. The floorplan core density came out at 0.151.

The classification of the worst setup path is reg -> out. Per Yosys stat, the portion of area used by sequential elements is 0.686. The number of maximum-capacitance violations recorded for the run is 0. The maximum number of pins on one net before global-route repair is 97. Per the detail_route report, DRC violations left total 0. The type recorded for the worst min-delay path is in -> reg.
cells by family after synthesis:
kind of cell / share of synthesized area
compound gates: 0.0196
xor+xnor: 0.0375
fa+ha+maj: 0.0357
buf+inv: 0.00725
flops: 0.686
mux: 0.0357
simple gates: 0.179
through the flow:
step	setup TNS (ns)	area, um2	worst slack [ns]	power, mW	util
finish	0	20600	0.165	17.2	0.276
global route	0	20600	0.0757	17.9	0.276
CTS	0	20600	0.0729	17.6	0.276
detailed placement	-1.40	19000	-0.249	9.52	0.255
global placement	-1.31	19000	-0.219	9.50	0.255
floorplan	0	11200	0.729	7.91	-
final cells by class:
class                      instances  area (um2)
clock buffer                      65        1340
sequential                       384        7690
multi-input combinational        416        3440
tap                              969        1210
timing repair buffer             670        6660
antenna                            1        2.50
fill                            7513       53900
clock inverter                    14         239
cells in the final DEF, fill, tap and decap left out:
cell type	synthesis	final
sky130_fd_sc_hd__xnor2_1	32	32
sky130_fd_sc_hd__nor2b_1	32	32
sky130_fd_sc_hd__nand2b_1	16	16
sky130_fd_sc_hd__clkinv_2	0	3
sky130_fd_sc_hd__diode_2	0	1
sky130_fd_sc_hd__nor4_2	64	64
sky130_fd_sc_hd__nor2_1	112	112
sky130_fd_sc_hd__buf_4	0	28
sky130_fd_sc_hd__bufinv_16	0	6
sky130_fd_sc_hd__nand3_1	16	16
sky130_fd_sc_hd__clkbuf_1	3	6
sky130_fd_sc_hd__clkdlybuf4s50_1	0	640
sky130_fd_sc_hd__dfxtp_1	384	384
sky130_fd_sc_hd__xor2_1	16	16
sky130_fd_sc_hd__a21oi_1	16	16
sky130_fd_sc_hd__nand4_2	32	32
sky130_fd_sc_hd__buf_12	0	2
sky130_fd_sc_hd__clkbuf_16	0	45
sky130_fd_sc_hd__ha_1	32	32
sky130_fd_sc_hd__mux2i_1	16	16
sky130_fd_sc_hd__clkbuf_8	0	14
sky130_fd_sc_hd__mux2_4	16	16
sky130_fd_sc_hd__clkinv_4	0	1
sky130_fd_sc_hd__a31o_1	16	16
sky130_fd_sc_hd__inv_6	0	4
how the worst min path moves through the flow:
stage	startpoint	end	slack [ns]	cells past startpoint
final	rst	COMP_ARRAY[15].COMP.idx_reg[0]$_SDFFE_PP0P_	0.36	3
after global routing	i_data[51]	COMP_ARRAY[3].COMP.data_reg[3]$_DFF_P_	0.33	1
after CTS	i_data[161]	COMP_ARRAY[10].COMP.data_reg[1]$_DFF_P_	0.31	1
where the power goes:
group	total [mW]	internal [mW]	switching (mW)
registers	7.60	7.36	0.237
logic	1.74	1.22	0.513
clock network	7.87	4.92	2.95
total	17.2	13.5	3.70
metal layers:
| layer | wire length, um | vias up | global-route usage |
|---|---|---|---|
| li1 | - | 4228 | - |
| met1 | 15900 | 3977 | 0.108 |
| met2 | 22100 | 386 | 0.170 |
| met3 | 5780 | 79 | 0.0518 |
| met4 | 1410 | 0 | 0.0271 |
| met5 | 0 | - | 0 |
Power and IR drop assume default switching activity.
