==> /design/flow/run.sh <==
#!/bin/bash
# OpenROAD 26Q1-2900-gdf79404cd8, Yosys 0.63+post, stock flow scripts
make -C /OpenROAD-flow-scripts/flow DESIGN_CONFIG=/design/flow/config.mk WORK_HOME=/design/flow/orfs finish
==> /design/flow/config.mk <==
export PLATFORM = sky130hd
export DESIGN_NAME = nbin_unpacker_v2
export DESIGN_NICKNAME = nbin_unpacker_v2
export VERILOG_FILES = /design/flow/design.v
export SDC_FILE = /design/flow/constraint.sdc
export NUM_CORES = 4
export LEC_CHECK = 1
export CORE_UTILIZATION = 30
==> /design/flow/constraint.sdc <==
current_design nbin_unpacker_v2

set clk_period 4.8
set clk_io_pct 0.2

create_clock -name clk0 -period $clk_period [get_ports {clk}]

set non_clock_inputs [all_inputs -no_clocks]
set_input_delay [expr $clk_period * $clk_io_pct] -clock clk0 $non_clock_inputs
set_output_delay [expr $clk_period * $clk_io_pct] -clock clk0 [all_outputs]
==> /design/flow/design.v <==
module nbin_unpacker_v2 (
        clk,
        i_in,
        i_load,
        i_s,
        i_n,
        i_se,
        i_ze,
        o_out
    );
    parameter N = 16;
    parameter SHIFT_BITS = 5; 
    input                   clk;
    input [N-1:0]           i_in;
    input [1:0]             i_load;  
    input [SHIFT_BITS-1:0]  i_s;     
    input [SHIFT_BITS-2:0]  i_n;     
    input [N-1:0]           i_se;     
    input [N-1:0]           i_ze;     
    output [N-1:0]          o_out;
    wire [N-1:0]            unpkr_out;
    wire                    sign_bit;
    reg [N-1:0]             se_out;
    unpacker unpkr(
            .clk(clk),
            .i_in(i_in),
            .i_load(i_load),
            .i_s(i_s),
            .o_out(unpkr_out)
        );
    assign sign_bit = unpkr_out[i_n-1];
    genvar j;
    generate
        for (j=0; j<N; j=j+1) begin : gen_se
            always @(*) begin
                if (i_se[j]) begin
                    se_out[j] = sign_bit;
                end
                else begin
                    se_out[j] = unpkr_out[j];
                end
            end
        end
    endgenerate
    assign o_out = se_out & i_ze;
endmodule
module shifter #( parameter CTRL=5, parameter WIDTH=2**CTRL )
    ( input wire [WIDTH-1:0] in,
      input wire [ CTRL-1:0] shift,
      output wire [WIDTH-1:0] out 
    );
    wire [WIDTH-1:0] tmp [CTRL:0];
    assign tmp[CTRL] = in;
    assign out = tmp[0];
    genvar i;
    generate
        for (i = 0; i < CTRL; i = i + 1) begin : shift_gen
        mux_2to1 #(.WIDTH(WIDTH)) g(
                .in0(tmp[i+1]),
                .in1({tmp[i+1][WIDTH-(2**i)-1:0],tmp[i+1][WIDTH-1:WIDTH-(2**i)]}),
                .sel(shift[i]),
                .out(tmp[i]) );
        end 
    endgenerate
endmodule
module mux_2to1 #( parameter WIDTH=32 )
    ( input wire [WIDTH-1:0] in0, in1,
      input wire             sel,
      output wire [WIDTH-1:0] out );
    assign out = sel ? in1 : in0;
endmodule
module unpacker (
        clk,
        i_in,
        i_load,
        i_s,
        o_out
    );
    parameter BIT_WIDTH = 16;
    parameter SHIFT_BITS = 5; 
    input                   clk;
    input [BIT_WIDTH-1:0]   i_in;
    input [1:0]             i_load;  
    input [SHIFT_BITS-1:0]  i_s;     
    output [BIT_WIDTH-1:0]  o_out;
    wire [2*BIT_WIDTH-1:0]   s_o;
    reg [2*BIT_WIDTH-1:0]    r;       
    always@(posedge clk) begin
        if (i_load[1])
            r[2*BIT_WIDTH-1:BIT_WIDTH] <= i_in;
        if (i_load[0]) 
            r[BIT_WIDTH-1:0] <= i_in;
    end
    shifter #(.CTRL(SHIFT_BITS)) bs(.in(r), .shift(i_s), .out(s_o) );
    assign o_out = s_o[BIT_WIDTH-1:0];
endmodule
==> metrics.yaml <==
lay_top_count: "clkdlybuf4s50_1"
tool_warnings: 26
intPower_uw: 881
core_area_mm2: 0.0114
critPathSlowestCell: "mux4_2"
cp_num_buf_inv: 5
comb_power_share_pct: 42.9
fillers: 1029
worst_path_largest_cell_delay_ns: 0.51
power.leakage_uw: 0.00201
slew_headroom_pct: 50.9
via_per_inst: 5.49
syn_inst: 313
regArea_um2: 961
cts_max_level: 2
critPathLaunchType: "input pin"
synth_warnings: 3
criticalPathCategory: "in2out"
first_pass_iters: 4
setup_viol: 0
largest_reg_flops: 32
io_pins: 76
pre_cts_ws_ns: -0.0831
antenna_found_initial: 0
arrival_ns: 3.78
grtUsageTotal_pct: 16.3
synth-async-reset-ratio_pct: 0
period_used_pct: 98.6
die_w_um: 110
reg_top3: "unpkr.r x32"
tns_ns: 0
chipArea_mm2: 0.0122
die_h_um: 110
wirelength_um: 9610
numCtsBuffers: 5
rows: 39
setup_ws_ns: 0.0649
drc: 0
drive_above_1_share_pct: 32.4
hold_ws_ns: 1.27
status: "finished clean"
critical-path-top-delay-family: "buffers and inverters"
grt_pass1_vias: 3149
area_delta_synth_final_pct: 45.6
required_ns: 3.84
hold_buffers: 0
diodes: 0
clockBufferDepth: 2
ff_type: "edfxtp_1"
root_buffer: "clkbuf_16"
place.gp.congestion: 1.01
regMostFlops: "unpkr.r"
cap_violations: 0
fmax_mhz: 211
grt_max_degree: 21
synth_cell_types: 72
path_cells: "buf_6 > buf_12 > mux2i_1 > mux4_2 > or3_1 > a211oi_2 > a311o_1 > o22ai_4 > buf_4 > buf_12 > o31ai_2 > clkdlybuf4s50_1"
area_leaders: "edfxtp_1, mux4_2, mux2i_1"
drt_iter0_drc: 134
cp.depth: 12
cts_sinks: 32
synth_top_cell_by_area: "edfxtp_1"
port_buffers: 75
path_clk_slew_ns: 0.05
p_sw_share_pct: 28.5
netSwitchingPower_uw: 352
pwr_density_cell_mw_per_mm2: 240
vdd_ir_drop_max_mv: 0.348
synth_stat.cells: 313
ys_area_mm2: 0.00353
min_from: "i_in[14]"
ant_nets: 0
combGateArea_mm2: 0.00246
wl_per_cell_um: 16.9
hold_path.class: "in2reg"
critPathCaptureType: "output port"
hold_violations: 0
cp_common_cell: "buf_12"
ys_seq_share_pct: 27.2
drv_slew: 0
critical_path_peak_fanout: 8
synthDominantCellAreaShare_pct: 27.2
grt-ovfl-total: 0
hold_depth: 1
holdPathEnd: "unpkr.r[14]"
routed-via-count: 3121
avgSynthCellArea_um2: 11.3
synth-seq-cells: 32
p_seq_share_pct: 28.8
grt_pass1_wl_um: 15600
worst_pin_slew_ns: 0.734
lay_top_cells: "clkdlybuf4s50_1, buf_4, mux2i_1, nand2_1, edfxtp_1"
fp_util_pct: 30.9
cts_tree: "built"
clkPwrFrac_pct: 28.3
rsz0062_at_grt: "yes"
synth-edff-count: 32
crit_start: "i_s[4]"
synth_area_mm2: 0.00353
hpwl_um: 7260
min_period_ns: 4.74
==> cells by family (layout without fill, tap and decap cells) <==
logic type               Yosys count  count (layout)  share of synthesized area [%]
adder cells (fa/ha/maj)            1               1                          0.354
XOR/XNOR                           2               2                          0.496
AND/OR/NAND/NOR                   95              95                           14.5
flip-flops                        32              32                           27.2
buffers and inverters             30             143                           6.70
AND-OR/OR-AND                     77              77                           18.8
multiplexers                      76              76                           32.0
==> routing by layer <==
metal  vias up  global-route usage [%]  wire length (um)  part of all wire (%)
li1       1488                       -                 -                     -
met4         0                    3.47               228                   2.4
met5         -                       0                 0                     0
met3        15                    2.80               459                   4.8
met2       112                    27.5              4730                    49
met1      1506                    22.5              4190                    44
==> cell usage after synthesis (6+ instances only) <==
| master | n |
|---|---|
| mux2_2 | 13 |
| mux4_1 | 6 |
| o21ai_0 | 10 |
| inv_1 | 6 |
| mux4_2 | 20 |
| o31ai_1 | 6 |
| nor2_1 | 11 |
| mux2i_1 | 36 |
| o31ai_2 | 9 |
| a21oi_1 | 6 |
| edfxtp_1 | 32 |
| nand3b_1 | 12 |
| nand2_1 | 35 |
==> worst max-delay path by stage <==
stage,endpoint,slack [ns]
after CTS,o_out[6],0.007
after global routing,o_out[1],-0.04
final,o_out[14],0.06
==> power groups by stage <==
stage	sequential [uW]	combinational, uW	clock, uW
after CTS	355	511	354
after global routing	358	567	371
final	356	529	349
==> layout make-up <==
cell class	instances	area share, %
repair buffers	128	26.1
clock inverters	3	0.828
flip-flops and latches	32	18.7
multi-input cells	251	47.9
clock buffers	5	2.44
well taps	143	3.48
inverters	7	0.560
==> metrics by stage <==
step / area, um^2 / util, % / power (uW) / cells
2_1_floorplan: 3530 / - / 623 / 313
3_3_place_gp: 4640 / 40.7 / 823 / 551
3_5_place_dp: 4640 / 40.7 / 825 / 551
4_1_cts: 5030 / 44.1 / 1220 / 568
5_1_grt: 5140 / 45.0 / 1300 / 569
6_report: 5140 / 45.0 / 1230 / 569
==> what timing repair did <==
| action | 4_1_cts | 5_1_grt |
|---|---|---|
| endpoints found under the setup margin | 16 | 16 |
| pin swaps | 4 | 6 |
| buffers inserted | 5 | 1 |
| hold endpoints to repair | 0 | 0 |
| gates resized | 13 | 26 |
| cloned | 4 | 0 |
No activity file was given, so power comes from the tool's default toggle rates.
